### design/flow/config.mk
export PLATFORM = sky130hd
export DESIGN_NAME = cordic2
export DESIGN_NICKNAME = cordic2
export VERILOG_FILES = /design/flow/design.v
export SDC_FILE = /design/flow/constraint.sdc
export NUM_CORES = 4
export LEC_CHECK = 1
export CORE_UTILIZATION = 50
### design/flow/constraint.sdc
current_design cordic2

set clk_period 24.2
set clk_io_pct 0.2

create_clock -name clk0 -period $clk_period [get_ports {clk}]

set non_clock_inputs [all_inputs -no_clocks]
set_input_delay [expr $clk_period * $clk_io_pct] -clock clk0 $non_clock_inputs
set_output_delay [expr $clk_period * $clk_io_pct] -clock clk0 [all_outputs]
### design/flow/design.v
`timescale 1 ps / 1 ps
module clz (
	input	wire	[31:0]	in,
	output	wire	[4:0]	out
	);
	wire [15:0] in16;
	wire [7:0] in8;
	wire [3:0] in4;
		assign out[4] = (in[31:16] == 0);
		assign in16 = out[4] ? in[15:0] : in[31:16];
		assign out[3] = (in16[15:8] == 0);
		assign in8 = out[3] ? in16[7:0] : in16[15:8];
		assign out[2] = (in8[7:4] == 0);
		assign in4 = out[2] ? in8[3:0] : in8[7:4];
		assign out[1] = (in4[3:2] == 0);
		assign out[0] = out[1] ? ~in4[1] : ~in4[3];
endmodule
`timescale 1 ps / 1 ps
module fp_to_int(
	input	wire	[31:0]	x,
	output	wire	[31:0]	y
	);
	wire s = x[31];
	wire [7:0] e = x[30:23] - 119;	 
	wire [23:0] m = {1'b1, x[22:0]};	 
	wire [31:0] v = e > 0 ? m << e : m >> -e;
	assign y = x ? (s ? ~v + 1 : v) : 0;
endmodule
`timescale 1 ps / 1 ps
module int_to_fp(
	input	wire	[31:0]	x,
	output	wire	[31:0]	y
	);
	wire	[4:0]	z;
	clz count (
		.in(x),
		.out(z)
	);
	wire s = (x > 0);
	wire [31:0] v = s ? x : ~x + 1;
	wire [5:0] q = {1'b0, z} + 6'b111000;	 
	wire [31:0] m = q[5] ? v >> ((~q + 1) & 32'h0000003f) : v << q;
	wire [7:0] e = 127 - z;
	assign y = {~s, e, m[22:0]};
endmodule
`timescale 1 ps / 1 ps
module cordic2 (
	input	wire			clk,
	input	wire			reset,
	input	wire	[31:0]	theta,
	output	reg		[31:0]	result
	);
	localparam N = 19;
	wire signed [31:0] ARCTAN_TABLE [19:0];
	assign  ARCTAN_TABLE[0]  = 32'h6487ed80;
    assign  ARCTAN_TABLE[1]  = 32'h3b58ce00;
    assign  ARCTAN_TABLE[2]  = 32'h1f5b7600;
    assign  ARCTAN_TABLE[3]  = 32'h0feadd50;
    assign  ARCTAN_TABLE[4]  = 32'h07fd56f0;
    assign  ARCTAN_TABLE[5]  = 32'h03ffaab8;
    assign  ARCTAN_TABLE[6]  = 32'h01fff556;
    assign  ARCTAN_TABLE[7]  = 32'h00fffeab;
    assign  ARCTAN_TABLE[8]  = 32'h007fffd5;
    assign  ARCTAN_TABLE[9]  = 32'h003ffffa;
    assign  ARCTAN_TABLE[10] = 32'h001fffff;
    assign  ARCTAN_TABLE[11] = 32'h000fffff;
    assign  ARCTAN_TABLE[12] = 32'h00080000;
    assign  ARCTAN_TABLE[13] = 32'h00040000;
    assign  ARCTAN_TABLE[14] = 32'h00020000;
    assign  ARCTAN_TABLE[15] = 32'h00010000;
    assign  ARCTAN_TABLE[16] = 32'h00008000;
    assign  ARCTAN_TABLE[17] = 32'h00004000;
    assign  ARCTAN_TABLE[18] = 32'h00002000;
    assign  ARCTAN_TABLE[19] = 32'h00001000;
	wire signed [31:0] K_RECIP;
	assign 	K_RECIP	= 32'h4dba7700;
	reg	signed [31:0]	x	[N:0];
	reg	signed [31:0]	y	[N:0];
	reg	signed [31:0]	z	[N:0];
	wire [31:0] fp2i_out, i2fp_out;
	fp_to_int fp2i(
		.x(theta),
		.y(fp2i_out)
	);
	int_to_fp i2fp(
		.x(x[N]),
		.y(i2fp_out)
	);
	initial begin
		x[0] <= K_RECIP;
		y[0] <= 0;
		z[0] <= 0;
	end
	always @ (posedge clk) begin
		x[0] <= K_RECIP;
		y[0] <= 0;
		z[0] <= fp2i_out;
		result <= i2fp_out;
	end
	genvar i;
	generate
	for (i = 0; i < N; i = i + 1) begin : cordic2_loop
		always @ (posedge clk) begin
			x[i+1] <= z[i][31] ? x[i] + (y[i] >>> i) : x[i] - (y[i] >>> i);
			y[i+1] <= z[i][31] ? y[i] - (x[i] >>> i) : y[i] + (x[i] >>> i);
			z[i+1] <= z[i][31] ? z[i] + ARCTAN_TABLE[i] : z[i] - ARCTAN_TABLE[i];
		end
	end
	endgenerate
endmodule
### design/flow/run.sh
#!/bin/bash
# OpenROAD 26Q1-2900-gdf79404cd8, Yosys 0.63+post, stock flow scripts
make -C /OpenROAD-flow-scripts/flow DESIGN_CONFIG=/design/flow/config.mk WORK_HOME=/design/flow/orfs finish
==> impl_metrics.env <==
# flow metrics
export IMPL_worst_hold_slack_ps=322.3
export IMPL_crit_path_max_fanout=57
export IMPL_crit_required_ps=24850
export IMPL_drc=0
export IMPL_warnings=42
export IMPL_die_w_um=478.9
export IMPL_clockBufferDepth=3
export IMPL_grt_pass1_vias=86661
export IMPL_die_area_um2=229300
export IMPL_cts_buffers_inserted=183
export IMPL_die_height_um=478.9
export IMPL_ctsResizeCount=0
export IMPL_crit_path_start_kind="primary input"
export IMPL_drive_gt1_frac=0.05427
export IMPL_seq_area_um2=31630
export IMPL_fp_util=0.5046
export IMPL_dpl_hpwl_mm=239.9
export IMPL_fin_crit_ps=9213
export IMPL_status="finished, final reports clean"
export IMPL_setup_viol=0
export IMPL_ys_flops=1579
export IMPL_worst_pin_slew_ps=981.1
export IMPL_yosysWarnings=7
export IMPL_grt_overflow=0
export IMPL_ys_types=107
export IMPL_pin_count=66
export IMPL_mi_logic_area_um2=79240
export IMPL_via_per_inst=5.628
export IMPL_clkTransAtPathRegs_ps=50
export IMPL_async_flop_share=0
export IMPL_cts_sinks=1579
export IMPL_synthCells=13309
export IMPL_worstPathArrival_ps=9860
export IMPL_top_cells_by_area="dfxtp_1, ha_1, xnor2_1, a21oi_1, xor2_1"
export IMPL_synthDominantCellAreaShare=0.2780
export IMPL_grt_max_degree=60
export IMPL_ys_cells=13309
export IMPL_syn_avg_cell_area_um2=8.543
export IMPL_drt_pass1_iterations=6
export IMPL_vias=93298
export IMPL_tritoncts="yes"
export IMPL_largest_area_cell="dfxtp_1"
export IMPL_finalClockPeriodUsage=0.3807
export IMPL_row_count=174
export IMPL_report_final_slew_viol_count=0
export IMPL_slew_headroom=0.3409
export IMPL_port_buffers=61
export IMPL_finalHoldViolations=0
export IMPL_fin_ws_ps=14990
export IMPL_clock_skew_ps=59.84
export IMPL_wl_per_cell_um=18.08
export IMPL_drtIter0Drc=5335
export IMPL_cts_hold_buffers=0
export IMPL_layout_area_overhead_vs_synth_pct=9.735
export IMPL_tns_ps=0
export IMPL_gp_congestion=0.9433
export IMPL_ant_nets=0
export IMPL_coreArea_um2=225300
export IMPL_fmax_mhz=108.5
export IMPL_antenna_found_initial=5
export IMPL_pre_cts_ws_ps=14180
export IMPL_syn_cell_area_um2=113700
export IMPL_yosys_area_um2=113700
export IMPL_hp_class="flop to flop"
export IMPL_track_usage=0.2653
export IMPL_cap_violations=0
export IMPL_grt_setup_unrepaired="false"
export IMPL_insertion_delay_ps=840
export IMPL_synth_edff_count=0
export IMPL_crit_type="primary input to flop"
export IMPL_ys_seq_frac=0.2780
export IMPL_cts_setup_buffers=0
export IMPL_htree_levels=4
export IMPL_root_buffer="clkbuf_16"
export IMPL_wirelength_mm=299.8
export IMPL_synthFlopType="dfxtp_1"
export IMPL_fillers=19431
export IMPL_utilization=0.5537
export IMPL_critPathCaptureType="flop"
export IMPL_grt_pass1_wl_mm=475.8
-- flip-flops by register name (all words and copies together) (netlist names) --
name	cells
x	547
y	510
z	493
result	29
-- through the flow --
step,instance area [µm²],instances
floorplan,113700,13311
global placement,117900,16231
detailed placement,117900,16231
CTS,124700,16572
global route,124800,16577
finish,124800,16578
-- cells in the mapped netlist (all sizes together) (23+ instances only) --
| cell type | number |
|---|---|
| buf | 61 |
| o31ai | 72 |
| a21o | 363 |
| fa | 50 |
| a41oi | 30 |
| o41ai | 39 |
| xor2 | 612 |
| or4 | 31 |
| and3 | 103 |
| nand4 | 36 |
| o22ai | 25 |
| a31oi | 170 |
| inv | 520 |
| a31o | 32 |
| o2111ai | 23 |
| a211oi | 119 |
| mux2 | 108 |
| a311oi | 36 |
| ha | 1447 |
| nand2 | 634 |
| a41o | 27 |
| o21a | 225 |
| nand2b | 186 |
| nand3b | 23 |
| or2 | 70 |
| nor2b | 169 |
| nor2 | 1378 |
| and2 | 114 |
| nor4 | 82 |
| dfxtp | 1579 |
| nor3b | 40 |
| o21ai | 608 |
| nand3 | 281 |
| o31a | 30 |
| o211ai | 58 |
| a21oi | 1256 |
| a21boi | 50 |
| mux2i | 137 |
| clkbuf | 169 |
| o21bai | 145 |
| a211o | 26 |
| xnor2 | 1262 |
| or3 | 153 |
| nor3 | 460 |
-- area by class of cell --
class / count / area share
Multi-Input combinational cell: 10977 / 0.6351
Sequential cell: 1579 / 0.2535
Clock buffer: 238 / 0.04038
Tap cell: 2992 / 0.03001
Inverter: 525 / 0.01581
Clock inverter: 103 / 0.01436
Timing Repair Buffer: 158 / 0.01069
Antenna cell: 6 / 0.0001203
-- cells in the final DEF (no fill, tap or decap), types with 184 or more instances in the layout --
cell type  synthesis  routed
a21o_1           363     363
a21oi_1         1254    1254
clkbuf_16          0     184
dfxtp_1         1579    1566
ha_1            1447    1446
inv_1            517     517
nand2_1          633     633
nand2b_1         186     186
nand3_1          281     281
nor2_1          1376    1376
nor3_1           456     456
o21a_1           225     225
o21ai_0          573     573
xnor2_1         1260    1258
xor2_1           610     609
-- cells by family (layout without fill, tap and decap cells) --
| kind of cell | after synthesis | in the layout | synth area share |
|---|---|---|---|
| AOI/OAI and AO/OA | 3522 | 3522 | 0.1964 |
| xor gates and xnor gates | 1876 | 1876 | 0.1451 |
| adders and majority gates | 1497 | 1497 | 0.1680 |
| buffers and inverters | 755 | 1024 | 0.02542 |
| DFF | 1579 | 1579 | 0.2780 |
| muxes | 263 | 263 | 0.02632 |
| other | 2 | 10 | 0.00006605 |
| and+or+nand+nor | 3815 | 3815 | 0.1606 |
-- path summary, 6_finish.rpt --
path / start / end / slack [ps] / depth (start not counted)
setup / recovery: theta[23] / z[0][28]$_SDFF_PN0_ / 14990 / 15
hold / removal: z[9][0]$_DFF_P_ / z[10][0]$_DFF_P_ / 320 / 0
setup reg to reg: x[19][31]$_DFF_P_ / result[1]$_DFF_P_ / 17690 / 19
hold reg to reg: z[9][0]$_DFF_P_ / z[10][0]$_DFF_P_ / 320 / 0
-- per-layer routing --
metal / track usage / wire, µm / vias to the layer above
li1: - / - / 48071
met1: 0.3934 / 143100 / 43064
met2: 0.4208 / 135500 / 1800
met3: 0.03372 / 13610 / 363
met4: 0.05773 / 7473 / 0
met5: 0 / 0 / -
-- worst max-delay path, stage by stage --
cell and delay [ps]:
buf_2 70, buf_4 500, ha_2 290, buf_4 590, nand2b_1 230, nor2_2 90, xnor2_1 620, nand3_1 330
a32oi_1 640, nand2_1 120, or3_1 350, nor3_1 430, nand3_1 290, o31ai_1 360, xnor2_1 100
